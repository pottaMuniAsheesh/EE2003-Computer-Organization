$ cat ./run.sh
#!/bin/bash
# OpenROAD 26Q1-2900-gdf79404cd8, Yosys 0.63+post, stock flow scripts
make -C /OpenROAD-flow-scripts/flow DESIGN_CONFIG=/design/flow/config.mk WORK_HOME=/design/flow/orfs finish
$ cat ./design.v
module mem_interface (
    input [2:0] inst_seg,
    input [1:0] offset,
    input [31:0] dmem_rdata,
    input [31:0] regfile_rdata,
    input load,
    input store,
    output [31:0] regfile_wdata,
    output [31:0] dmem_wdata,
    output [3:0] dmem_we
);
    reg [31:0] regfile_wdata;
    reg [31:0] dmem_wdata;
    reg [3:0] dmem_we;
    always @(*) begin
        if(store) begin
            dmem_wdata = regfile_rdata << 8*offset;
            case (inst_seg)
                3'b000: dmem_we = {offset[1]&offset[0], offset[1]&(~offset[0]), (~offset[1])&offset[0], (~offset[1])&(~offset[0])};
                3'b001: dmem_we = {{2{offset[1]}}, {2{~offset[1]}}};
                3'b010: dmem_we = 4'b1111;
                default: dmem_we = 4'b0000;
            endcase
        end
        else begin
            dmem_we = 4'b0000;
        end
    end
    always @(*) begin
        if(load) begin
            case (inst_seg)
                3'b000: regfile_wdata = {{24{dmem_rdata[8*offset+7 +: 1]}}, dmem_rdata[8*offset +: 8]};
                3'b001: regfile_wdata = {{16{dmem_rdata[8*offset+15 +: 1]}}, dmem_rdata[8*offset +: 16]};
                3'b010: regfile_wdata = dmem_rdata;
                3'b100: regfile_wdata = {{24{1'b0}}, dmem_rdata[8*offset +: 8]};
                3'b101: regfile_wdata = {{16{1'b0}}, dmem_rdata[8*offset +: 16]};
                default: regfile_wdata = dmem_rdata;
            endcase
        end
    end
endmodule
$ cat ./config.mk
export PLATFORM = sky130hd
export DESIGN_NAME = mem_interface
export DESIGN_NICKNAME = mem_interface
export VERILOG_FILES = /design/flow/design.v
export SDC_FILE = /design/flow/constraint.sdc
export NUM_CORES = 4
export LEC_CHECK = 1
export CORE_UTILIZATION = 40
$ cat ./constraint.sdc
current_design mem_interface

set clk_period 3.2
set clk_io_pct 0.2

create_clock -name clk0 -period $clk_period

set non_clock_inputs [all_inputs -no_clocks]
set_input_delay [expr $clk_period * $clk_io_pct] -clock clk0 $non_clock_inputs
set_output_delay [expr $clk_period * $clk_io_pct] -clock clk0 [all_outputs]
==> ci_impl_report.md <==
### Yosys + OpenROAD results

| Metric | Value |
|---|---|
| Least setup slack across all paths after layout | `roughly 0.25 ns` |
| Number of pins exceeding their max-slew limit in the final report | `0` |
| Number of gates resized after cts | `0` |
| Setup Slack @ Placement | `0.278 ns` |
| CP Max Fanout | `8` |
| Switching power as a share of total power | `0.344` |
| HPWL after DPL | `4.94 mm` |
| Total track usage | `0.227` |
| Register pins left without a clock | `64` |
| Floorplan die area | `slightly above 0.006 mm2` |
| Worst hold path stage count | `4` |
| Total Routed Length | `approximately 6.6 mm` |
| Sort of element at the end of the critical path | `output port` |
| I/O pin count | `139` |
| Instance count of the mapped netlist | `roughly 280` |
| Reported leakage power | `1.62 nW` |
| Total global routing overflow | `0` |
| Fraction of power consumed by combinational cells | `0.808` |
| Synth-to-layout area growth | `62.3%` |
| Footprint of the multi-input gates | `0.00121 mm2` |
| Number of hold-slack violations in the final timing report | `0` |
| Pwr Total | `around 420 uW` |
| CP max stage delay | `0.52 ns` |
| Worst vdd ir | `66.9 uV` |
| Register area | `a little under 0.001 mm2` |
| Data required time of the worst path | `about 2.6 ns` |
| Post-synthesis area per instance | `8.25 um2` |
| Unrepaired setup endpoints after global routing | `no` |
| Setup TNS | `0 ns` |
| Synth Warn # | `1` |
| Final setup vio count | `0` |
| Series of cell instances along the critical path | `clkdlybuf4s50_1, inv_1, o211ai_1, a21oi_1, clkdlybuf4s50_1` |
| Tool warnings | `33` |
| Width of the die | `77.7 um` |
| Finished Core Util | `0.676` |
| Worst Hold Class | `in -> out` |
| Slowest-stage cell, CP | `sky130_fd_sc_hd__clkdlybuf4s50_1` |
| Yosys cell count | `roughly 280` |
| Switching power | `145 uW` |
| Clk network pwr share | `0` |
| Highest Clock Rate | `339 MHz` |
| Number of unconstrained endpoints | `between 100 and 150` |
| Detailed-route via count | `2325` |
| Vias per cell | `4.88` |
| Number of diodes added for antenna fixing | `0` |
| Headroom to the max-slew limit | `0.542` |
| Core utilization before placement | `0.417` |
| Outcome | `finished clean` |
| Synth Cell Area | `between 0.002 and 0.0025 mm2` |
| Proportion of layout cells with a drive suffix above 1 | `0.0792` |
| Most Frequent Cell on Critical Path | `sky130_fd_sc_hd__clkdlybuf4s50_1` |
| Floorplan die height | `77.7 um` |
| Critical path type | `in -> out` |
| CP Launch Type | `primary input` |
| Routed WL per cell | `13.9 um` |
| Fin area | `between 0.003 and 0.004 mm2` |
| Row Count | `27` |
| HP Start | `offset[0]` |
| Fill count | `460` |
| Internal Dissipation | `276 uW` |
| Portion of the clock cycle consumed by the worst path in the final layout | `0.923` |
| Initial antenna violation count | `0` |
| Maximum number of pins on one net before global-route repair | `54` |
| Standard cell core area | `0.00551 mm2` |
| Distinct lib cells | `30` |
| Min-Delay Endpoint | `dmem_we[3]` |
| # Post-CTS Setup Buffers | `0` |
| Dpl cell area | `0.00372 mm2` |
| Arrival time of data at the critical path endpoint | `2.31 ns` |
| Post-synth area from yosys stat | `0.00229 mm2` |
| Count of TritonRoute iterations in the first routing pass | `4` |
| Power share of the sequential group | `0.192` |
| Cell area power density | `113 mW/mm2` |
| Minimum period implied by the final worst setup slack | `between 2 and 3 ns` |
| Number of buffers inserted by hold repair at cts | `0` |
| DR iter-0 viols | `approximately 77` |
| Antenna-violating nets left | `0` |
| Input/output buffers | `139` |
| Max-capacitance violation count | `0` |
| Remaining design rule violation count | `0` |
| Wire length of the first global-routing pass | `10.7 mm` |
| Crit path from | `inst_seg[1]` |
| Via count of the first global-routing pass | `2142` |
| Transition time of the tightest slew-check pin | `0.687 ns` |
| Gpl congestion | `0.840` |
| Register bit total from synthesis | `64` |
worst max-delay path, delay by kind of cell:
kind	cells	cell delay, ns
AOI/OAI and AO/OA	2	0.40
buffers and inverters	3	1.28
power groups by stage:
stage | clock [mW] | sequential, mW | combinational (mW)
after global routing | 0 | 0.0839 | 0.376
after CTS | 0 | 0.0810 | 0.342
final | 0 | 0.0807 | 0.340
routing by layer:
layer,GRT usage,wire length [um],vias to the layer above
met5,0,0,-
met4,0.0321,112,0
met3,0.0191,379,10
met2,0.342,2890,94
met1,0.372,3220,1006
li1,-,-,1215
cells in the final DEF (no fill, tap or decap), types with 7 or more instances in the layout:
master	n
sky130_fd_sc_hd__dlxtp_1	64
sky130_fd_sc_hd__nand2_1	47
sky130_fd_sc_hd__and2_1	8
sky130_fd_sc_hd__mux2i_1	20
sky130_fd_sc_hd__mux2_2	10
sky130_fd_sc_hd__a22oi_1	7
sky130_fd_sc_hd__a211oi_1	10
sky130_fd_sc_hd__clkdlybuf4s50_1	138
sky130_fd_sc_hd__o21ai_0	19
sky130_fd_sc_hd__nand2_2	10
sky130_fd_sc_hd__nor2_1	14
sky130_fd_sc_hd__nor2b_1	10
sky130_fd_sc_hd__buf_4	8
sky130_fd_sc_hd__a21oi_1	14
worst max path at each step:
stage / end / slack (ns)
4_1_cts: dmem_we[1] / 0.26
5_1_grt: dmem_we[1] / 0.13
6_report: dmem_we[1] / 0.25
stage by stage:
step	std cells	hold WS (ns)
6_report	476	2.02
3_5_place_dp	476	2.01
3_3_place_gp	476	2.02
2_1_floorplan	278	1.43
4_1_cts	476	2.02
5_1_grt	476	2.04
logic make-up (layout without fill, tap and decap cells):
family	after synthesis	after routing	synth area share
muxes	32	32	0.151
and+or+nand+nor	90	90	0.178
AOI/OAI and AO/OA	67	67	0.198
latches	64	64	0.419
buffers and inverters	25	151	0.0534
cell usage after synthesis:
cell | instances | area (um2)
sky130_fd_sc_hd__a211oi_1 | 10 | 75.1
sky130_fd_sc_hd__a21o_1 | 2 | 15.0
sky130_fd_sc_hd__a21oi_1 | 14 | 70.1
sky130_fd_sc_hd__a21oi_4 | 1 | 16.3
sky130_fd_sc_hd__a221o_1 | 1 | 10.0
sky130_fd_sc_hd__a221oi_1 | 4 | 35.0
sky130_fd_sc_hd__a22o_1 | 1 | 8.76
sky130_fd_sc_hd__a22oi_1 | 7 | 52.6
sky130_fd_sc_hd__and2_1 | 8 | 50.1
sky130_fd_sc_hd__buf_2 | 8 | 40.0
sky130_fd_sc_hd__buf_6 | 1 | 11.3
sky130_fd_sc_hd__buf_8 | 1 | 15.0
sky130_fd_sc_hd__clkbuf_1 | 11 | 41.3
sky130_fd_sc_hd__dlxtp_1 | 64 | 961
sky130_fd_sc_hd__inv_1 | 4 | 15.0
sky130_fd_sc_hd__mux2_1 | 1 | 11.3
sky130_fd_sc_hd__mux2_2 | 10 | 113
sky130_fd_sc_hd__mux2i_1 | 20 | 200
sky130_fd_sc_hd__mux4_2 | 1 | 22.5
sky130_fd_sc_hd__nand2_1 | 47 | 176
sky130_fd_sc_hd__nand2_2 | 10 | 62.6
sky130_fd_sc_hd__nand3_1 | 1 | 5.00
sky130_fd_sc_hd__nor2_1 | 14 | 52.6
sky130_fd_sc_hd__nor2b_1 | 10 | 62.6
sky130_fd_sc_hd__o2111ai_4 | 1 | 26.3
sky130_fd_sc_hd__o211ai_1 | 1 | 7.51
sky130_fd_sc_hd__o21ai_0 | 19 | 95.1
sky130_fd_sc_hd__o21ai_1 | 1 | 5.00
sky130_fd_sc_hd__o2bb2ai_1 | 1 | 8.76
sky130_fd_sc_hd__o31ai_1 | 4 | 30.0
state kept, by name, summed over array words and instances, names as in the netlist:
register / flops
dmem_wdata: 32
regfile_wdata: 32
area by class of cell:
cell class | count | area share
Inverter | 4 | 0.00403
Timing Repair Buffer | 147 | 0.388
Tap cell | 72 | 0.0242
Sequential cell | 64 | 0.258
Multi-Input combinational cell | 189 | 0.325
Power and IR drop assume default switching activity.
