==> design/flow/design.v <==
module wdata_mux (
    input [2:0] select,
    input [31:0] alu_res,
    input [31:0] mem_int_out,
    input [31:0] imm_value,
    input [31:0] rel_jump_iaddr,
    input [31:0] norm_iaddr,
    output [31:0] regfile_wdata
);
    reg [31:0] regfile_wdata;
    always @(*) begin
        case (select)
            3'b000: regfile_wdata = alu_res;
            3'b001: regfile_wdata = mem_int_out;
            3'b010: regfile_wdata = imm_value;
            3'b011: regfile_wdata = rel_jump_iaddr;
            3'b100: regfile_wdata = norm_iaddr;
            default: regfile_wdata = 32'b0;
        endcase
    end
endmodule
==> design/flow/run.sh <==
#!/bin/bash
# OpenROAD 26Q1-2900-gdf79404cd8, Yosys 0.63+post, stock flow scripts
make -C /OpenROAD-flow-scripts/flow DESIGN_CONFIG=/design/flow/config.mk WORK_HOME=/design/flow/orfs finish
==> design/flow/config.mk <==
export PLATFORM = sky130hd
export DESIGN_NAME = wdata_mux
export DESIGN_NICKNAME = wdata_mux
export VERILOG_FILES = /design/flow/design.v
export SDC_FILE = /design/flow/constraint.sdc
export NUM_CORES = 4
export LEC_CHECK = 1
export CORE_AREA = 10 10 95 95
export DIE_AREA = 0 0 105 105
==> design/flow/constraint.sdc <==
current_design wdata_mux

set clk_period 7.3
set clk_io_pct 0.2

create_clock -name clk0 -period $clk_period

set non_clock_inputs [all_inputs -no_clocks]
set_input_delay [expr $clk_period * $clk_io_pct] -clock clk0 $non_clock_inputs
set_output_delay [expr $clk_period * $clk_io_pct] -clock clk0 [all_outputs]
==> flow_summary_export.csv <==
group,metric,value,unit
setup_path,crit_type,"input port to output pin",
synthesis,xor_area_frac,0,
setup_path,end_kind,"output pin",
setup_path,worstPathRequired,5.84,ns
timing,fin_crit,5.503,ns
layout,lay_top_count,"clkdlybuf4s50_1",
setup_path,worst_ep_arrival_time,4.04,ns
global_route,grt_usage,0.1473,
die,rows,30,
timing,rsz0062_at_grt,"no",
detailed_routing,route.detailed.drc,0,
global_route,grt_pass1_vias,2271,
global_route,grt_pass1_wl,13.10,mm
synthesis,synth_stat.cells,158,
clocking,cts.repair.resized,0,
hold_path,hold_depth,4,
timing,finalMaxSlewViolations,0,
die,floorplan.core_util,0.1940,
setup_path,start_kind,"input port",
timing,hold_viol,0,
detailed_routing,postRouteAntennaNets,0,
global_route,antenna_found_initial,0,
layout,utilization,0.4786,
status,status,"complete, no violations",
timing,finalSetupTns,0,ns
synthesis,synth.cell_area,0.001340,mm^2
hold_path,hold_start,"mem_int_out[23]",
clocking,hold_buffers,0,
timing,max_freq,0.1817,GHz
setup_path,cp_max_fo,17,
detailed_routing,vias,2093,
layout,ff_count,0,
layout,fin_cells,433,
die,die_x,105,um
layout,clock_buffers,0,
synthesis,adder_share,0,
power,p_total,193.2,uW
hold_path,hp-class,"input port to output pin",
timing,finalSetupViolCount,0,
detailed_routing,routedWlPerCell,20.48,um
detailed_routing,routed_wl,8.866,mm
synthesis,simple_gate_share,0.03268,
die,ioPinCount,195,
synthesis,synth_cell_types,20,
power,ir_drop,0.02898,mV
placement,gp_congestion,0.8075,
detailed_routing,dr.pass1.iters,4,
synthesis,syn_inst,158,
synthesis,synthMuxAreaShare,0.3520,
synthesis,ys_top_logic_family,"AND-OR/OR-AND gates",
detailed_routing,drtIter0Drc,67,
synthesis,ys_seq_share,0,
timing,relSlewSlack,0.5552,
detailed_routing,num_antenna_cells,0,
power,p_leak,0.001191,uW
synthesis,yosys_area,0.001340,mm^2
flow_run,max_cap_violations,0,
synthesis,avgSynthCellArea,8.481,um^2
global_route,grt_max_degree,22,
timing,holdWs,3.914,ns
power,powerDensity,58.44,mW/mm^2
die,core,0.006907,mm^2
synthesis,aoi_share,0.4921,
placement,portBuffers,195,
die,die.size.y,105,um
timing,period_used_share,0.7538,
layout,syn_to_final_growth,146.7,%
placement,hpwl,7.490,mm
layout,seq_area,0,um^2
timing,worst_slew_pin_slew,0.6641,ns
detailed_routing,vias_per_cell,4.834,
hold_path,whs_endpoint,"regfile_wdata[23]",
placement,dpl.cell_count,433,
global_route,overflow,0,
flow_run,warnings,32,
die,chipArea,0.01103,mm^2
layout,drive_above_1_share,0.1276,
synthesis,yosysWarnings,1,
clocking,cts_setup_buffers,0,
layout,lay_top_cells,"194 x clkdlybuf4s50_1, 31 x a22oi_1, 31 x a32oi_1",
## worst max-delay path: stages
cell and delay [ns]:
clkdlybuf4s50_1 0.85, nor2b_2 0.68, buf_4 0.35, a32oi_1 0.08, o21ai_1 0.13, clkdlybuf4s50_1 0.49
## worst max-delay path by stage
stage	to	slack, ns	cells past startpoint	from
after CTS	regfile_wdata[27]	1.76	7	select[0]
after global routing	regfile_wdata[28]	1.61	6	select[1]
final	regfile_wdata[9]	1.80	6	select[1]
## layer usage
layer | share of wire | wire [um] | vias to the layer above | global-route usage
li1 | - | - | 1030 | -
met1 | 0.40 | 3572 | 937 | 0.1712
met2 | 0.50 | 4402 | 118 | 0.2651
met3 | 0.082 | 724 | 8 | 0.04037
met4 | 0.019 | 166 | 0 | 0.02451
met5 | 0 | 0 | - | 0
## through the flow
| stage | setup WS [ns] | area [um^2] |
|---|---|---|
| 2_1_floorplan | 3.618 | 1340 |
| 3_3_place_gp | 1.772 | 3306 |
| 3_5_place_dp | 1.773 | 3306 |
| 4_1_cts | 1.762 | 3306 |
| 5_1_grt | 1.607 | 3306 |
| 6_report | 1.797 | 3306 |
## area by class of cell
| type | instances | area (um^2) |
|---|---|---|
| fillers | 673 | 3601 |
| inverters | 1 | 3.754 |
| multi-input cells | 134 | 1182 |
| well taps | 96 | 120.1 |
| repair buffers | 202 | 1999 |
## logic make-up (layout without fill, tap and decap cells)
| group | count (synthesis) | after routing |
|---|---|---|
| compound gates | 93 | 93 |
| buf+inv | 24 | 203 |
| mux | 33 | 33 |
| simple gates | 8 | 8 |
## synthesized netlist by cell type
master	n	area, um^2
mux2i_1	1	10.01
clkbuf_1	6	22.52
buf_4	3	22.52
mux2_2	5	56.30
inv_1	1	3.750
a22oi_1	31	232.7
nor2b_1	2	12.51
o21ai_1	30	150.1
nor2_1	1	3.750
nand3_1	2	10.01
and2b_1	1	7.510
buf_2	10	50.05
mux2_4	27	405.4
or3_1	1	6.260
buf_6	1	11.26
a32oi_1	31	271.5
o21ai_0	1	5.000
buf_8	1	15.01
buf_12	2	40.04
nand2_1	1	3.750
## report_power, final
group	switching, uW	total (uW)	internal (uW)
Combinational	54.0	193	139
Clock	0	0	0
Sequential	0	0	0
Total	54.0	193	139
Power is estimated from default activity; no workload was simulated.
