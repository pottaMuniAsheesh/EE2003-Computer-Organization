--- constraint.sdc ---
current_design regfile

set clk_period 6.6
set clk_io_pct 0.2

create_clock -name clk0 -period $clk_period [get_ports {clk}]

set non_clock_inputs [all_inputs -no_clocks]
set_input_delay [expr $clk_period * $clk_io_pct] -clock clk0 $non_clock_inputs
set_output_delay [expr $clk_period * $clk_io_pct] -clock clk0 [all_outputs]
--- run.sh ---
#!/bin/bash
# OpenROAD 26Q1-2900-gdf79404cd8, Yosys 0.63+post, stock flow scripts
make -C /OpenROAD-flow-scripts/flow DESIGN_CONFIG=/design/flow/config.mk WORK_HOME=/design/flow/orfs finish
--- config.mk ---
export PLATFORM = sky130hd
export DESIGN_NAME = regfile
export DESIGN_NICKNAME = regfile
export VERILOG_FILES = /design/flow/design.v
export SDC_FILE = /design/flow/constraint.sdc
export NUM_CORES = 4
export LEC_CHECK = 1
export CORE_UTILIZATION = 50
--- design.v ---
module regfile(
    input clk,
    input reset,
    input [4:0] rs1addr,
    input [4:0] rs2addr,
    input [4:0] rdaddr,
    input [31:0] writedata,
    input regwrite,
    output [31:0] rs1data,
    output [31:0] rs2data
);
    reg [31:0] registers [31:0];
    integer i;
    always @(posedge clk) begin
        if(reset) begin
            for(i = 0; i<32; i = i+1) begin
                registers[i] <= 0;
            end
        end
        if(regwrite && !reset) begin
            registers[rdaddr] <= (rdaddr == 5'b0) ? 32'b0 : writedata;
        end
    end
    assign rs1data = registers[rs1addr];
    assign rs2data = registers[rs2addr];
endmodule
==> run notes <==
Observations from the implementation run.

Synth:
- The run gives the post-synthesis average cell area as 11.6 um2.
- Summed over all instances, the cell type with the most area after synthesis is sky130_fd_sc_hd__edfxtp_1.
- The run puts the count of state elements after synthesis at 1024.
- Ranked by instance count, the synthesized netlist is headed by sky130_fd_sc_hd__edfxtp_1, sky130_fd_sc_hd__mux2i_1, sky130_fd_sc_hd__nor2_1, sky130_fd_sc_hd__nand2_1.
- The run gives the cell total in the yosys stat output as 4645.
- The run gives the number of warnings reported in the yosys synthesis log as 1.
- The run gives the summed standard-cell area reported by yosys as 53700 um2.
- The run gives the summed instance area of the synthesized netlist as 53700 um2.
- The number of different library cells used by synthesis comes to 29.
- The run gives the share of flip-flops with an asynchronous set or reset after synthesis as 0%.
- The run gives the sequential fraction of the synthesis area as 57.2%.
- For this run, the leading register cell type out of synthesis is sky130_fd_sc_hd__edfxtp_1.
- The run gives the number of enable flip-flop cells as 1024.
- The run puts the fraction of post-synthesis cell area in the top cell type by area at 57.2%.
- The main area contributors are sky130_fd_sc_hd__edfxtp_1, sky130_fd_sc_hd__mux2i_1, sky130_fd_sc_hd__nor2_1, sky130_fd_sc_hd__a22oi_1, sky130_fd_sc_hd__a22o_1.
- The run puts the number of standard cells after synthesis at 4645.

Pwr:
- Of the total power, the clock network draws 38.9%.
- The run puts the static power due to leakage at 23.0 nW.
- The run gives the combinational share of power as 12.6%.
- The run gives the switching share of total power as 25.7%.
- The run puts the peak supply drop at 0.000249 V.
- The script computed a power per unit cell area of 265 nW/um2.
- The run puts the net switching power at 4.07 mW.
- Registers are responsible for 48.5% of the overall power.
- The run puts the total power at 15.9 mW.
- The run gives the total internal power as 11.8 mW.

Worst setup path:
- The run puts the arrival time of data at the critical path endpoint at 4.63 ns.
- STA lists the maximum fanout along the critical path as 20.
- The run gives the classification of the worst setup path as input pin to output pin.
- The worst setup path is launched from an input pin.
- The run gives the endpoint class of the critical path as an output pin.
- The run puts the worst path required time at 5.28 ns.

Die:
- The run puts the full die area at 109000 um2.
- The run puts the number of primary I/O pins at 114.
- The run gives the number of rows in the core area as 119.
- The run gives the area of the core as 106000 um2.
- The run gives the effective utilization at floorplan as 50.8%.
- The run puts the width of the die at 330 um.
- Per the OpenROAD floorplan log, the height of the die is 330 um.

Drt:
- The run puts the number of remaining DRC errors at 0.
- The run gives the remaining antenna violation count as 0.
- The run gives the detailed-route vias per instance as 6.29.
- The run gives the average detailed-routed wire length per instance as 30.7 um.
- The run gives the met2 wire length as 81.2 mm.
- Before antenna repair, the detailed router went through 5 iterations.
- The wire length recorded after detailed routing is 188 mm.
- The run gives the met3 layer wire length in the routed design as 31.7 mm.
- The run gives the via count as 38456.
- Per the detail_route log, the uppermost layer with routed signals is met5.
- The run puts the post-route met1 wirelength at 68.2 mm.
- The run puts the number of DRC violations after detailed-routing iteration 0 at 2924.

Clock tree:
- The run puts the total number of H-tree levels at 3.
- The run gives the clock tree from TritonCTS as done.
- CTS reports a maximum clock tree buffer depth of 3.
- The run gives the TritonCTS buffer count as 111.
- The run gives the CTS clock-pin slew for the worst setup and hold paths as 0.06 ns.
- The cell sitting at the root of the clock tree is a sky130_fd_sc_hd__clkbuf_16.
- The run puts the clock sink count at 1024.
- The run gives the cell resize tally after clock tree synthesis as 0.
- The run gives the count of buffers added by post-CTS timing repair for setup as 0.
- The post-CTS hold buffer count recorded in the log is 0.

Timing:
- Setup repair after global routing left no endpoint under its margin.
- OpenROAD reports that the post-layout worst path occupies 90.2% of the period.
- The run gives the achievable frequency as 168 MHz.
- The run gives the time the worst path needs with I/O delays and setup as 5.95 ns.
- In this run the tightest slew margin relative to its limit is 32.4%.
- The run gives the worst hold slack after final layout as 1.32 ns.
- The run puts the number of hold violations in the final report at 0.
- The run gives the final-report setup violation count as 0.
- Setup slack on the critical path of the routed design comes to 0.647 ns.
- The pin closest to its max-slew limit shows a slew of 1.01 ns.
- The final layout reports a setup TNS of 0 ns.
- The final timing report lists a max-slew violation count of 0.

Finish:
- The register with the most flip-flops in the layout has 1024 of them.
- In the final layout, the registers with the most flip-flops are registers x1024.
- The layout summary lists the proportion of cells stronger than drive strength 1 as 8.49%.
- The run puts the area growth from synthesis to layout at 11.3%.
- At the end of the flow the core is filled with cells to 56.5%.
- The largest register by flop count is registers.

Place:
- The run puts the total half-perimeter wirelength after legalization and detailed placement at 108 mm.
- The run puts the count of input and output buffers at 113.
- The run puts the final weighted congestion in routability-driven placement at 0.926.
- Logged for this run, the post-placement worst setup slack is 0.733 ns.

Global route:
- The run puts the remaining global-route overflow at 0.
- The run puts the maximum number of pins on one net before global-route repair at 92.
- The run gives the via count of the first global-routing pass as 38575.
- For this run, the total global-route usage over all layers was measured as 37.9%.
- The run gives the first-pass GRT wire length as 268 mm.
- The initial antenna violation count is 6.

Job:
- The run gives the max-cap violation count as 0.
- The run puts the tally of OpenROAD warnings at 26.

Hold path:
- The worst hold path belongs to the class input pin to flop.

Run status:
- The run finished with clean final reports.
-- stage by stage --
stage,area (um2),cells
global route,59800,6114
CTS,59800,6114
floorplan,53900,4676
global placement,56300,5905
detailed placement,56300,5905
finish,59800,6115
-- layout make-up --
class / count / area (um2)
multi-input cells: 3200 / 20900
clock buffers: 129 / 2910
fillers: 8519 / 46000
diodes: 1 / 2.50
repair buffers: 290 / 2860
clock inverters: 80 / 653
flip-flops and latches: 1024 / 30700
well taps: 1391 / 1740
-- logic make-up (layout without fill, tap and decap cells) --
| family | after synthesis | count (layout) | share of synthesized area [%] |
|---|---|---|---|
| flops | 1024 | 1024 | 57.2 |
| compound gates | 577 | 577 | 7.32 |
| mux | 1024 | 1024 | 19.1 |
| other cells | 1 | 33 | 0.00698 |
| simple gates | 1567 | 1567 | 12.0 |
| buf+inv | 452 | 499 | 4.42 |
-- per-layer routing --
| layer | up-vias | track usage [%] |
|---|---|---|
| met5 | - | 2.78 |
| met4 | 20 | 10.0 |
| met1 | 18682 | 52.6 |
| met2 | 2389 | 51.6 |
| li1 | 16954 | - |
| met3 | 411 | 25.2 |
-- final timing paths --
path / start / to / slack (ns) / cells after the start
worst max-delay path: rs2addr[0] / rs2data[30] / 0.65 / 8
worst min-delay path: writedata[1] / registers[2][1] / 1.32 / 2
-- cell usage in the layout (no fill, tap or decap), drive strengths merged --
master and instances:
a31o 1, mux2i 1024, bufinv 11, nor3b 3, nand2b 35, nor2b 5, a21oi 192, clkdlybuf4s50 111
or2 2, and2 3, nand3 192, edfxtp 1024, buf 179, a22o 128, nand2 260, clkinv 63
clkbuf 129, a31oi 64, and3 21, inv 3, nor2 978, nor3 65, a22oi 192, diode 1
and3b 3, conb 32, clkinvlp 3
-- power groups by stage --
stage	Sequential [mW]	Combinational (mW)	Clock, mW
5_1_grt	7.73	2.11	6.47
4_1_cts	7.68	1.96	6.22
6_report	7.69	2.00	6.17
-- critical path, cell delays in order --
cell                              delay (ns)
sky130_fd_sc_hd__clkdlybuf4s50_1        0.56
sky130_fd_sc_hd__nor2_4                 0.65
sky130_fd_sc_hd__buf_4                  0.44
sky130_fd_sc_hd__a22o_1                 0.20
sky130_fd_sc_hd__nor3_1                 0.07
sky130_fd_sc_hd__a31oi_1                0.44
sky130_fd_sc_hd__nand3_1                0.43
sky130_fd_sc_hd__clkdlybuf4s50_1        0.52
No activity file was given, so power comes from the tool's default toggle rates.
